==> design/flow/design.v <==
module Memory #(parameter Width = 256 ,addr_width = 8 , Depth = 8) (
    input clk ,
    input rst ,
    input [addr_width-1:0] I_addr ,         
    input [addr_width-1:0] D_addr ,        
    input [Depth-1:0] Wdata ,             
    input WEn ,                          
    output [Depth-1:0] I_data ,         
    output [Depth-1:0] D_data          
);
reg [Depth-1:0] Mem [Width-1:0] ;
reg [Depth-1:0] Data_base_reg ;
always @(posedge clk or negedge rst) begin
    if(!rst) begin
        Data_base_reg <= 8'd128 ;
    end
    else if(WEn) begin
        Mem[D_addr + Data_base_reg] <= Wdata ;
    end
end
assign I_data = Mem[I_addr] ;
assign D_data = Mem[D_addr + Data_base_reg] ;
endmodule
==> design/flow/run.sh <==
#!/bin/bash
# OpenROAD 26Q1-2900-gdf79404cd8, Yosys 0.63+post, stock flow scripts
make -C /OpenROAD-flow-scripts/flow DESIGN_CONFIG=/design/flow/config.mk WORK_HOME=/design/flow/orfs finish
==> design/flow/config.mk <==
export PLATFORM = sky130hd
export DESIGN_NAME = Memory
export DESIGN_NICKNAME = Memory
export VERILOG_FILES = /design/flow/design.v
export SDC_FILE = /design/flow/constraint.sdc
export NUM_CORES = 4
export LEC_CHECK = 1
export CORE_UTILIZATION = 30
==> design/flow/constraint.sdc <==
current_design Memory

set clk_period 34.0
set clk_io_pct 0.2

create_clock -name clk0 -period $clk_period [get_ports {clk}]

set non_clock_inputs [all_inputs -no_clocks]
set_input_delay [expr $clk_period * $clk_io_pct] -clock clk0 $non_clock_inputs
set_output_delay [expr $clk_period * $clk_io_pct] -clock clk0 [all_outputs]
==> Changelog: implementation <==
### Physical design

* Registers, synthesis at 2048
* Post-CTS setup buffers at 0
* Status: aborted with a tool error
* Cts hold-fix bufs at 0
* Input/output buffers at 42
* Yosys stat chip area at 93140 um^2
* Remaining Overflow, GRT at 14839
* CTS root buffer: clkbuf_16
* Async SR Flop Fraction at 0%
* Num ports at about 43
* Vias in the first global route at around 140k
* YS warnings at 2
* Stopped at: global routing (5_1_grt)
* Final HPWL from detailed placement at 969300 um
* H-Tree Depth at 4
* Clock Sinks at 2048
* Post-synthesis instance area at 93140 um^2
* Post-synth seq share at 66.03%
* Clk buf depth at 4
* Yosys top cell by instances: edfxtp_1
* Post-synth cell types at approximately 72
* Top cells by count: 2048 x edfxtp_1, 913 x a22oi_1, 582 x nand3_1, 444 x nor2_1, 322 x o22ai_1
* Num CTS Buffers at 243
* Ys flop type: edfxtp_1
* Yosys top cell by area: edfxtp_1
* Chip width at 559.2 um
* Top area cell types: edfxtp_1 66%, a22oi_1 7.4%, nand3_1 3.1%, a32oi_1 3.0%, o22ai_1 2.2%
* Overall Global Routing Usage at 97.14%
* Post_cts resized at 0
* Gp weighted congestion at 1.663
* Top cell area share at 66.03%
* First-pass GRT wire length at 1867000 um
* Largest net degree at the start of global routing at 104
* # Cells Yosys at roughly 7000
* Syn Inst Count at 7071
* Place WS at 13.48 ns
* FP Rows at 204
* Floorplan core density at ~30%
* Post-synthesis average cell area at approximately 13 um^2
* Die H at between 500 and 600 um
* Post-synth EDFFs at 2048
* Error: [ERROR GRT-0116] Global routing finished with congestion. Check the congestion regions in the DRC Viewer.
[stage by stage]
stage | power (mW) | instances | utilization [%] | cell area, um^2
CTS | 6.100 | 12244 | 37.33 | 115300
global placement | 3.316 | 11791 | 34.60 | 106900
floorplan | 2.956 | 7071 | - | 93140
detailed placement | 3.314 | 11799 | 34.64 | 107000
[layer usage]
layer | overflow | track usage (%)
met5 | 287 | 86.80
met4 | 2698 | 92.27
met1 | 2665 | 95.35
met2 | 7075 | 103.9
met3 | 2114 | 94.62
[kinds of logic after synthesis]
family | count (synthesis) | synth area share (%)
buffers and inverters | 703 | 3.251
AND/OR/NAND/NOR | 2055 | 11.91
multiplexers | 24 | 0.2875
XOR/XNOR | 6 | 0.05643
AND-OR/OR-AND | 2235 | 18.47
flip-flops | 2048 | 66.03
Power and IR drop assume default switching activity.
