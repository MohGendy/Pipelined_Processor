==> ./design.v <==
module ALU (
    input wire [7:0] A,
    input wire [7:0] B,
    input wire [3:0] ALU_CONTROL,
    input wire Carry_Flag_IN,
    output reg [7:0] ALU_OUT,
    output reg Zero_Flag,
    output reg Negative_Flag,
    output reg Carry_Flag_OUT,
    output reg Overflow
    );
always @ (*) begin
  Zero_Flag = 1'b0;
  Negative_Flag = 1'b0;
  Carry_Flag_OUT = 1'b0;
  Overflow = 1'b0;
  ALU_OUT = 8'b0;
  case(ALU_CONTROL)
        4'b0001 : ALU_OUT = B;  
        4'b0010 : begin   
            {Carry_Flag_OUT, ALU_OUT} = A + B;
                Overflow = (~A[7] & ~B[7] & ALU_OUT[7]) | 
                            (A[7] & B[7] & ~ALU_OUT[7]);
            end
        4'b0011 : begin  
                {Carry_Flag_OUT, ALU_OUT} = A - B;
                Overflow = (~A[7] & B[7] & ALU_OUT[7]) | 
                            (A[7] & ~B[7] & ~ALU_OUT[7]);
        end
        4'b0100 : ALU_OUT = A & B;  
        4'b0101 : ALU_OUT = A | B;  
        4'b0110 : begin  
            ALU_OUT = {B[6:0], Carry_Flag_IN};
            Carry_Flag_OUT = B[7];
        end
        4'b0111 : begin   
            ALU_OUT = {Carry_Flag_IN, B[7:1]};
            Carry_Flag_OUT = B[0];
        end
        4'b1000 : begin   
            Carry_Flag_OUT = 1'b1;
        end
        4'b1001 : begin   
            Carry_Flag_OUT = 1'b0;
        end
        4'b1010 : begin   
            ALU_OUT = ~B;
        end
        4'b1011 : begin   
            ALU_OUT = (~B) + 1'b1;
        end
        4'b1100 : begin   
            {Carry_Flag_OUT, ALU_OUT} = B + 1'b1;
            Overflow = (~B[7] & ALU_OUT[7]);
        end
        4'b1101 : begin   
            {Carry_Flag_OUT, ALU_OUT} = B - 1'b1;
            Overflow = (B[7] & ~ALU_OUT[7]);
        end      
        default: begin 
            Zero_Flag = 1'b0;
            Negative_Flag = 1'b0;
            Carry_Flag_OUT = 1'b0;
            Overflow = 1'b0;
            ALU_OUT = 8'b0;
        end
endcase
  if (ALU_CONTROL != 4'b1000 || ALU_CONTROL != 4'b1001 ) begin
            Zero_Flag = (ALU_OUT == 8'b0) ;
            Negative_Flag = (ALU_OUT[7] == 1'b1) ;
        end
 end
endmodule
==> ./run.sh <==
#!/bin/bash
# OpenROAD 26Q1-2900-gdf79404cd8, Yosys 0.63+post, stock flow scripts
make -C /OpenROAD-flow-scripts/flow DESIGN_CONFIG=/design/flow/config.mk WORK_HOME=/design/flow/orfs finish
==> ./config.mk <==
export PLATFORM = sky130hd
export DESIGN_NAME = ALU
export DESIGN_NICKNAME = ALU
export VERILOG_FILES = /design/flow/design.v
export SDC_FILE = /design/flow/constraint.sdc
export NUM_CORES = 4
export LEC_CHECK = 1
export CORE_UTILIZATION = 30
==> ./constraint.sdc <==
current_design ALU

set clk_period 4.9
set clk_io_pct 0.2

create_clock -name clk0 -period $clk_period

set non_clock_inputs [all_inputs -no_clocks]
set_input_delay [expr $clk_period * $clk_io_pct] -clock clk0 $non_clock_inputs
set_output_delay [expr $clk_period * $clk_io_pct] -clock clk0 [all_outputs]
==> summary.txt <==
flow finished, numbers: worst path required time 3920 ps, commonest non-fill, non-tap cell in the layout buf_4, CP Buf/Inv Count 5, WP data arrival 3760 ps, Slew HR 0.642, mux frac, synth 0.0550, Fmax achieved 0.211 GHz, Top Layout Cells 60 x buf_4, 28 x ha_1, 28 x clkdlybuf4s50_1, 21 x inv_1, 20 x nor2_1, status complete, no violations, Int Power 0.000152 W, CTS Hold Bufs 0, largest net degree at the start of global routing 27, grt ovf 0, post-route design area 2900 um2, layout filler cell count 650, Synth cell types 59, # clk buffers 0, first-pass GRT wire length 11400 um, Startpoint Class input port, sw frac 0.471, hold depth 5, Synth Seq Share 0, xor/xnor share 0.0762, register area 0 um2, CP startpoint B[5], Synth Area in Compound Gates 0.289, Residual DRC 0, Peak supply drop 44.5 uV, post-synthesis cell area 2070 um2, Leak Pwr 1.26 nW, max-cap viol count 0, Critical Path Stages 11, Final Non-Filler Cells 446, vias per cell 5.43, HP Start B[5], critical path peak fanout 6, crit-path max cell delay 590 ps, Rows 29, initial DRC count 171, syn avg cell area 6.99 um2, DR WL/cell 15.5 um, ys cells 296, Initial Util 0.319, Final Total Pwr 0.000287 W, Net Sw Power 0.000135 W, power density over the cells 98.9 nW/um2, Min Clock Period, post-route 4740 ps, Hold Vio Cnt, Final 0, io pins 33, count of TritonRoute iterations in the first routing pass 4, logic gate share of total power 1.000, die span in y 85.1 um, Final period util 0.967, overall global routing resource usage 0.196, Slew Limit Fails 0, ANT cells 0, clock group share of total power 0, WS Path Type in2out, final antenna-violating net count 0, CP max-delay cell clkdlybuf4s50_1, area grow syn2layout 40.1%, Yosys chip area 2070 um2, Chip Area 7230 um2, Top Family by Delay on Critical Path buffers and inverters, Cells after Synth 296, Adder Area Share 0.207, PnR worst setup slack 160 ps, tool warnings 52, final core occ 0.447, Placer Congestion 0.941, area occupied by multi-input gates 1910 um2, layout sequential cell count 0, die width 85.1 um, core footprint 6490 um2, Final setup violation count 0, Detailed Place HPWL 5620 um, Cells after DPL 446, Flop pwr share 0, PortBufs 33, antenna violations before repair 0, CP Capture Type primary output, Simple Share, Synth 0.278, Largest logic family AND-OR/OR-AND gates, Critical Path, Cell by Cell clkdlybuf4s50_1 > inv_1 > buf_4 > nor4_1 > ha_1 > nand3b_1 > a41oi_1 > a21oi_2 > o2111ai_1 > buf_4 > clkdlybuf4s50_1, worst min-delay path class in2out, Placed Instance Area 2880 um2, Least-Margin Pin Slew 535 ps, pre-CTS WS -451 ps, layout cells sized above 1 0.217, vias in the first global route 2250, Warnings, synthesis 1, detailed-route via count 2421, Total Wirelength 6930 um
==> synth_stat cells (3+ instances only) <==
master	count	area share
a211oi_1	8	0.029
a21oi_1	14	0.034
a221oi_1	4	0.017
a22oi_1	6	0.022
a2bb2oi_1	4	0.017
a31oi_1	3	0.0091
buf_1	3	0.0054
buf_2	5	0.012
buf_6	3	0.016
clkbuf_1	11	0.020
ha_1	31	0.19
inv_1	23	0.042
mux2_2	3	0.016
mux2i_1	8	0.039
nand2_1	18	0.033
nand2b_1	8	0.024
nand3_1	12	0.029
nand4_1	4	0.012
nor2_1	20	0.036
nor2b_1	8	0.024
nor3_1	9	0.022
nor3b_1	3	0.011
nor4_1	3	0.0091
o211ai_1	4	0.015
o21ai_0	13	0.031
o21bai_1	3	0.011
o22ai_1	4	0.012
or3_1	3	0.0091
xnor2_1	15	0.063
xor2_1	3	0.013
==> tightest hold or removal path, stage by stage <==
cell and delay (ps):
clkdlybuf4s50_1 590, o21ai_0 130, nand4_1 130, nor4_2 60, buf_2 90
==> area by class of cell <==
| type | count | area share |
|---|---|---|
| inverters | 23 | 0.0298 |
| well taps | 77 | 0.0332 |
| multi-input cells | 251 | 0.657 |
| repair buffers | 95 | 0.280 |
==> metrics by stage <==
step,hold slack (ps),setup TNS (ps)
4_1_cts,2980,0
5_1_grt,3020,-0.703
3_3_place_gp,3200,-427
2_1_floorplan,2100,0
3_5_place_dp,3190,-451
6_report,2950,0
==> kinds of logic (layout without fill, tap and decap cells) <==
family	Yosys count	after routing
AOI/OAI and AO/OA	85	85
xor gates and xnor gates	18	18
adders and majority gates	33	33
buffers and inverters	45	118
muxes	11	11
and+or+nand+nor	104	104
==> path summary, 6_finish.rpt <==
path,slack [ps],endpoint
setup / recovery,160,ALU_OUT[7]
hold / removal,2950,Zero_Flag
==> repair_timing <==
| action | CTS | global route |
|---|---|---|
| resized | 12 | 5 |
| setup endpoints to repair | 1 | 4 |
| gates cloned | 0 | 0 |
| pin swaps | 2 | 4 |
| buffers inserted | 0 | 0 |
==> power by group through the flow <==
stage	Clock (W)	Sequential (W)	Combinational (W)
after CTS	0	0	0.000283
after global routing	0	0	0.000313
final	0	0	0.000287
==> layer usage <==
layer / global-route usage / routed length [um] / vias up / share of wire
li1: - / - / 1235 / -
met1: 0.297 / 3420 / 1118 / 0.49
met2: 0.312 / 3170 / 58 / 0.46
met3: 0.0128 / 227 / 10 / 0.033
met4: 0.0354 / 118 / 0 / 0.017
met5: 0 / 0 / - / 0
Power is estimated from default activity; no workload was simulated.
